`flow/config.mk`:
```
export PLATFORM = sky130hd
export DESIGN_NAME = VGA_SyncS
export DESIGN_NICKNAME = VGA_SyncS
export VERILOG_FILES = /design/flow/design.v
export SDC_FILE = /design/flow/constraint.sdc
export NUM_CORES = 4
export LEC_CHECK = 1
export CORE_AREA = 10 10 106 106
export DIE_AREA = 0 0 116 116
```
`flow/constraint.sdc`:
```
current_design VGA_SyncS

set clk_period 4.0
set clk_io_pct 0.2

create_clock -name clk0 -period $clk_period [get_ports {vga_CLK}]

set non_clock_inputs [all_inputs -no_clocks]
set_input_delay [expr $clk_period * $clk_io_pct] -clock clk0 $non_clock_inputs
set_output_delay [expr $clk_period * $clk_io_pct] -clock clk0 [all_outputs]
```
`flow/design.v`:
```
module VGA_SyncS(vga_CLK, VSync, HSync, vga_Ready, position_x, position_y);
	input vga_CLK;
	output reg [9:0] position_x, position_y;
	output wire vga_Ready, HSync, VSync;
	parameter H_sync = 96;
	parameter H_back = 48;
	parameter H_front = 16;
	parameter one_line = 799;
	parameter V_sync = 2;
	parameter V_back = 32;
	parameter V_front = 11;
	parameter one_frame = 524; 
	wire vga_ReadyH, vga_ReadyV;
	initial begin
		position_x = 10'd0;
		position_y = 10'd0;
	end
	always @(posedge vga_CLK) begin
		if(position_x == one_line) begin 
			position_x <= 0;
			if(position_y == one_frame) position_y <= 0;
			else position_y <= position_y + 1;
			end
		else position_x <= position_x + 1;
	end
	assign HSync = (position_x < H_sync);
	assign VSync = (position_y < V_sync);
	assign vga_ReadyH = (position_x >= (H_sync+H_back) && position_x <= (one_line-H_front));
	assign vga_ReadyV = (position_y >= (V_sync+V_back) && position_y <= (one_frame-V_front));
	assign vga_Ready = (vga_ReadyH && vga_ReadyV);
endmodule
```
`flow/run.sh`:
```
#!/bin/bash
# OpenROAD 26Q1-2900-gdf79404cd8, Yosys 0.63+post, stock flow scripts
make -C /OpenROAD-flow-scripts/flow DESIGN_CONFIG=/design/flow/config.mk WORK_HOME=/design/flow/orfs finish
```
==> results.sh <==
# physical design summary
export IMPL_grt_pass1_wl_mm=4.64
export IMPL_warning_count=29
export IMPL_grt_max_degree=14
export IMPL_clkSlewWorstSetupHoldPaths_ns=0.08
export IMPL_status="finished clean"
export IMPL_vdd_ir_drop_worst_uv=86.2
export IMPL_reg2reg_to="position_y[3]$_SDFFCE_PN0N_"
export IMPL_rr_worst_depth=3
export IMPL_synth_avg_cell_area_sq_um=9.76
export IMPL_crit_end="vga_Ready"
export IMPL_p_leak_nw=0.534
export IMPL_syn2layout_area_growth_pct=33.5
export IMPL_wl_per_cell_um=11.7
export IMPL_overflow=0
export IMPL_synth_cell_types=37
export IMPL_finalCritPeriodShare_pct=75.5
export IMPL_syn_inst=117
export IMPL_coreArea_sq_um=8850
export IMPL_postSynthSeqShare_pct=43.8
export IMPL_netlist_area_leader_share_pct=26.3
export IMPL_power_density_nw_per_um2=229
export IMPL_initial_core_util_pct=12.9
export IMPL_worstSkewPairLatency_ns=0.26
export IMPL_r2r_start="position_y[6]$_SDFFCE_PN0N_"
export IMPL_required_ns=3.20
export IMPL_final_layout_size_suffix_gt1_share_pct=8.76
export IMPL_ys_cells=117
export IMPL_dp_hpwl_mm=2.20
export IMPL_drtIter0Drc=42
export IMPL_vias=904
export IMPL_critPathLaunchType="register"
export IMPL_final_hold_violation_count=0
export IMPL_grtUsageTotal_pct=4.28
export IMPL_ff2ff_setup_slack_ns=2.35
export IMPL_synth_flops=20
export IMPL_fin_tns_setup_ns=0
export IMPL_pin_count=24
export IMPL_portBuffers=23
export IMPL_clockRootBuffer="clkbuf_8"
export IMPL_worst_pin_slew_ns=0.432
export IMPL_route_detailed_drc=0
export IMPL_timing_final_crit_period_ns=3.02
export IMPL_cts_sinks=20
export IMPL_crit_start="position_y[6]$_SDFFCE_PN0N_"
export IMPL_cts_tree="built"
export IMPL_critPathCaptureType="primary output"
export IMPL_netlist_area_sq_um=1140
export IMPL_first_pass_iters=4
export IMPL_crit_type="reg -> out"
export IMPL_die_x_um=116
export IMPL_cts_setup_buffers=0
export IMPL_report_final_slew_viol_count=0
export IMPL_routed_wl_mm=2.87
export IMPL_setup_viol=0
export IMPL_ys_warn_count=1
export IMPL_row_count=34
export IMPL_die_h_um=116
export IMPL_post_cts_resized=0
export IMPL_maxSlewHeadroom_pct=70.9
export IMPL_cp_arrival_ns=2.22
export IMPL_via_per_inst=3.69
export IMPL_ant_nets=0
export IMPL_ctsHoldBuffers=0
export IMPL_grt_pass1_vias=889
export IMPL_rsz0062_at_grt="no"
export IMPL_fmax_ghz=0.331
export IMPL_power_mw=0.350
export IMPL_antenna_found_initial=0
export IMPL_die_area_sq_um=13500
export IMPL_area_leaders="edfxtp_1 26%, dfxtp_1 18%, ha_1 5.5%"
export IMPL_holdPathStages=1
export IMPL_synth_top_cell_by_area="edfxtp_1"
export IMPL_path_max_fanout=6
export IMPL_drv_cap=0
export IMPL_cts_made_buffers=3
export IMPL_h_tree_depth=1
export IMPL_n_antenna_cell=0
export IMPL_clockBufferDepth=2
export IMPL_yosys_area_sq_um=1140
export IMPL_fin_worst_skew_ns=0.00437
export IMPL_hold_class="reg -> reg"
export IMPL_gp_congestion=0.794
## power breakdown
part | total, mW | internal [mW] | switching, mW | leakage (nW)
sequential | 0.213 | 0.213 | 0 | 0.197
combinational | 0.000000314 | 0 | 0 | 0.314
clock | 0.137 | 0.0708 | 0.0662 | 0.0228
total | 0.350 | 0.284 | 0.0662 | 0.534
## cells by family after synthesis
family | count (synthesis) | synth area share (%)
fa+ha+maj | 5 | 5.48
simple gates | 52 | 26.7
buf+inv | 15 | 5.37
xor+xnor | 12 | 9.20
flops | 20 | 43.8
compound gates | 13 | 9.42
## cells in the final DEF, fill, tap and decap left out, drive strengths merged, types with 6 or more instances in the layout
cell type	n
clkdlybuf4s50	23
dfxtp	10
edfxtp	10
inv	7
nand4	6
nor2	13
xnor2	7
## cell usage after synthesis
master	number
clkbuf_2	1
a211o_1	1
and2_0	1
nor3_2	1
and4_2	1
and4_1	3
a221oi_2	1
or2_2	1
nor4_1	4
nor2b_1	3
nor2_1	13
buf_2	3
dfxtp_1	10
and3_1	1
clkbuf_1	4
nand4_1	6
nand4bb_1	1
o31a_1	1
edfxtp_1	10
a211oi_1	1
nand2b_1	2
a31oi_1	1
and2_1	1
nor3_1	1
ha_1	5
nand2_1	5
xor2_1	5
xnor2_1	7
inv_1	7
nor4_2	1
nand3_1	5
o31ai_1	4
and3_2	1
a21oi_2	1
or4_4	1
o2111ai_1	2
o21ai_0	1
## layout make-up
cell class	instances	area, sq um
timing repair buffer	24	238
inverter	7	26.3
fill	980	7320
clock buffer	4	45.0
tap	108	135
multi-input combinational	82	581
sequential	20	500
## critical path, cell delays in order, from the launching register on
cell	delay, ns
edfxtp_1	0.49
nor4_2	0.41
o2111ai_1	0.20
a221oi_2	0.34
clkdlybuf4s50_1	0.52
## worst min-delay path by stage
stage / startpoint / endpoint / slack (ns)
finish: position_x[0]$_SDFF_PN0_ / position_x[0]$_SDFF_PN0_ / 0.52
global route: position_x[0]$_SDFF_PN0_ / position_x[0]$_SDFF_PN0_ / 0.58
CTS: position_x[0]$_SDFF_PN0_ / position_x[0]$_SDFF_PN0_ / 0.52
## state kept, by name (all words and copies together), names as in the netlist
name	cells
position_y	10
position_x	10
## per-layer routing
metal / track usage [%] / vias to the layer above / routed length, um
met5: 0 / - / 0
met4: 0.584 / 0 / 16
met3: 1.94 / 2 / 217
met2: 6.30 / 19 / 1230
met1: 5.82 / 420 / 1410
li1: - / 463 / -
## metrics by stage
step / hold slack [ns] / instance area [sq um] / utilization (%) / setup slack [ns] / std cells
final: 0.518 / 1530 / 17.2 / 0.981 / 245
after global placement: 0.495 / 1480 / 16.7 / 1.29 / 241
after global routing: 0.580 / 1530 / 17.2 / 0.812 / 245
after floorplan: 0.448 / 1140 / - / 1.99 / 117
after detailed placement: 0.504 / 1480 / 16.7 / 1.26 / 241
after CTS: 0.525 / 1530 / 17.2 / 0.957 / 245
No activity file was given, so power comes from the tool's default toggle rates.
