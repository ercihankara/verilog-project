--- /design/flow/config.mk ---
export PLATFORM = sky130hd
export DESIGN_NAME = son
export DESIGN_NICKNAME = son
export VERILOG_FILES = /design/flow/design.v
export SDC_FILE = /design/flow/constraint.sdc
export NUM_CORES = 4
export LEC_CHECK = 1
export CORE_UTILIZATION = 40
--- /design/flow/constraint.sdc ---
current_design son

set clk_period 6.5
set clk_io_pct 0.2

create_clock -name clk0 -period $clk_period [get_ports {clk}]

set non_clock_inputs [all_inputs -no_clocks]
set_input_delay [expr $clk_period * $clk_io_pct] -clock clk0 $non_clock_inputs
set_output_delay [expr $clk_period * $clk_io_pct] -clock clk0 [all_outputs]
--- /design/flow/design.v ---
module son(clk,btnStart,btn0,btn1,inputReg,buffer1,buffer2,buffer3,buffer4);
input clk;
input btnStart;
input btn0;
input btn1;
reg [3:0] dummy;
reg pressed;
integer isStartPressed,isBtn0Pressed,isBtn1Pressed;
integer checkFourValue;
integer indexb1, indexb2, indexb3,indexb4;
output reg [4:0] inputReg;
output reg [18:0] buffer1, buffer2, buffer3, buffer4;
initial begin
inputReg <=0;
dummy <= 0;
pressed = 0;
isStartPressed = 0;
checkFourValue = 0;
indexb1 =0;
end
always @ (posedge clk) begin
	if (btnStart == 0 && isStartPressed <3) begin
		inputReg <=0;
		isStartPressed <= isStartPressed+1;
	end
	else if (isStartPressed == 3) begin
		case ({btn0,btn1,pressed}) 
		3'b111 : begin
		pressed <= 0 ;
		end
		3'b010 : begin
			dummy[checkFourValue] = 0;
			pressed <= 1 ;
			checkFourValue <= checkFourValue +1;
			if(checkFourValue == 3) begin
				inputReg[4] = 1;
				inputReg[3] = dummy[0];
				inputReg[2] = dummy[1];
				inputReg[1] = dummy[2];
				inputReg[0] = dummy[3];
				isStartPressed <= 0 ;
				checkFourValue <= 0;
				end
		end
		3'b100 :  begin
			dummy[checkFourValue] = 1;
			pressed <= 1 ;
			checkFourValue <= checkFourValue +1;
			if(checkFourValue == 3) begin
				inputReg[4] = 1;
				inputReg[3] = dummy[0];
				inputReg[2] = dummy[1];
				inputReg[1] = dummy[2];
				inputReg[0] = dummy[3];	
				isStartPressed <= 0;
				checkFourValue <= 0;
			end
		end
		endcase		
	if (inputReg[4])begin
		case({inputReg[3],inputReg[2]})
			2'b00:begin
				case({inputReg[1],inputReg[0]})
					2'b00:	begin
					buffer1[indexb1+1] = 0;
					buffer1[indexb1+2] = 0;
					end
					2'b01:	begin
					buffer1[indexb1+1] = 0;
					buffer1[indexb1+2] = 1;
					end
					2'b10:	begin
					buffer1[indexb1+1] = 1;
					buffer1[indexb1+2] = 0;
					end
					2'b11:	begin
					buffer1[indexb1+1] = 1;
					buffer1[indexb1+2] = 1;
					end
				endcase
				buffer1[indexb1] = 1;
				indexb1 = indexb1 +3;
			end
			2'b01:begin
				case({inputReg[1],inputReg[0]})
					2'b00:	begin
					buffer2[indexb2+1] = 0;
					buffer2[indexb2+2] = 0;
					end
					2'b01:	begin
					buffer2[indexb2+1] = 0;
					buffer2[indexb2+2] = 1;
					end
					2'b10:	begin
					buffer2[indexb2+1] = 1;
					buffer2[indexb2+2] = 0;
					end
					2'b11:	begin
					buffer2[indexb2+1] = 1;
					buffer2[indexb2+2] = 1;
					end
				endcase
				buffer2[indexb2] = 1;
				indexb2 = indexb2 +3;
			end
			2'b10:begin
				case({inputReg[1],inputReg[0]})
					2'b00:	begin
					buffer3[indexb3+1] = 0;
					buffer3[indexb3+2] = 0;
					end
					2'b01:	begin
					buffer3[indexb3+1] = 0;
					buffer3[indexb3+2] = 1;
					end
					2'b10:	begin
					buffer3[indexb3+1] = 1;
					buffer3[indexb3+2] = 0;
					end
					2'b11:	begin
					buffer3[indexb3+1] = 1;
					buffer3[indexb3+2] = 1;
					end
				endcase
				buffer3[indexb3] = 1;
				indexb3 = indexb3 +3;
			end
			2'b11:begin
				case({inputReg[1],inputReg[0]})
					2'b00:	begin
					buffer4[indexb4+1] = 0;
					buffer4[indexb4+2] = 0;
					end
					2'b01:	begin
					buffer4[indexb4+1] = 0;
					buffer4[indexb4+2] = 1;
					end
					2'b10:	begin
					buffer4[indexb4+1] = 1;
					buffer4[indexb4+2] = 0;
					end
					2'b11:	begin
					buffer4[indexb4+1] = 1;
					buffer4[indexb4+2] = 1;
					end
				endcase
				buffer4[indexb4] = 1;
				indexb4 = indexb4 +3;
			end
		endcase
	end
end	
end
endmodule
--- /design/flow/run.sh ---
#!/bin/bash
# OpenROAD 26Q1-2900-gdf79404cd8, Yosys 0.63+post, stock flow scripts
make -C /OpenROAD-flow-scripts/flow DESIGN_CONFIG=/design/flow/config.mk WORK_HOME=/design/flow/orfs finish
==> flow_metrics.py <==
# Metrics from the implementation run
metrics = {
    "status": {
        "status": "finished clean",
    },
    "cts": {
        "holdBufCountCts": 0,
        "clkSinkCount": 278,
        "postCtsResizedCells": 0,
        "cts_buffer_depth": 3,
        "clk_latency_ps": 600,
        "cts_tree": "done",
        "cts_setup_buffers": 0,
        "cts_buffers": 39,
        "cts-root-buf": "clkbuf_16",
        "clk_pin_slew_ps": 60,
        "cts_max_level": 2,
    },
    "critical_path": {
        "critical_path_class": "reg -> reg",
        "crit_path_end_kind": "register",
        "max_stage_delay_ps": 640,
        "crit_slowest_cell": "or3_1",
        "cp-start-kind": "register",
        "cp_data_arrival_time_ps": 6340,
        "crit_chain": "ha_1, nand4_2, nor4_2, xor2_1, nor4_2, and4b_1, or3b_1, xnor2_1, or3_1, a211o_1, or3_1, buf_4, o31a_1, nor4b_1, a2111oi_1",
        "crit_required_ps": 6820,
        "crit_path_max_fanout": 18,
    },
    "placed_design": {
        "dpl_cell_area_um2": 39570,
        "dp.cells": 6029,
        "dp_hpwl_mm": 102.7,
        "place_congestion": 1.038,
        "port-buffer-count": 84,
    },
    "route": {
        "dr.max_layer_used": "met4",
        "routed-wl-met2_mm": 57.88,
        "vias": 39405,
        "avgRoutedWirePerCell_um": 22.35,
        "dr_wl_met3_mm": 12.47,
        "route.antenna.remaining_nets": 0,
        "wl_met1_mm": 60.82,
        "vias_per_cell": 6.462,
        "n_antenna_cell": 0,
        "drcViolationCount": 0,
        "drt-pass1-iter-count": 9,
        "wl_mm": 136.3,
        "drt-initial-drc-count": 4138,
    },
    "job": {
        "log.warning_count": 46,
        "drv_cap": 0,
    },
    "layout": {
        "syn_to_final_growth_pct": 9.399,
        "finalInstanceArea_um2": 40880,
        "drive_gt1_frac": 0.07662,
        "final_cells": 6098,
        "fin_util": 0.4440,
    },
    "floorplanning": {
        "chip_area_um2": 94650,
        "dieWidth_um": 307.7,
        "fp_util": 0.4058,
        "num_rows": 111,
        "core-area_um2": 92080,
        "die_y_um": 307.7,
        "ios": 85,
    },
    "synthesis": {
        "syn_inst": 4906,
        "synthesis.area_um2": 37370,
        "top_area_frac": 0.2194,
        "ys_cells": 4906,
        "ys_seq_frac": 0.2221,
        "synthArstFlopShare": 0,
        "yosys-stat-area_um2": 37370,
        "syn_area_per_cell_um2": 7.617,
        "synth_cell_type_count": 114,
        "synth_warnings": 1,
        "top_area_cell": "edfxtp_1",
        "synth_flops": 278,
        "ys.flop_type": "edfxtp_1",
        "top_cells_by_area": "edfxtp_1 (22%), xnor2_1 (8.3%), xor2_1 (4.8%)",
        "synth-edff-count": 273,
    },
    "global_routing": {
        "grt_max_degree": 52,
        "grt_usage": 0.2903,
        "grt_pass1_wl_mm": 211.6,
        "grt_pass1_vias": 35987,
        "overflow": 0,
        "antenna_found_initial": 0,
    },
    "timing": {
        "slew_headroom": 0.3719,
        "min_period_ps": 6020,
        "max_freq_mhz": 166.1,
        "min_period_over_period": 0.9261,
        "tightest_slew_ps": 933.5,
        "rsz0062_at_grt": "false",
        "drv_slew": 0,
        "skew_ps": 27.06,
        "hold_viol_final": 0,
        "tns_ps": 0,
        "setup_viol": 0,
    },
    "pwr": {
        "power.leakage_uw": 0.01389,
        "powerDensity_nw_per_um2": 103.3,
        "ir_drop_v": 0.0001466,
    },
    "worst_hold_path": {
        "hp-class": "reg -> reg",
    },
}
-- placed cells by master (no fill, tap or decap), types with 72 or more instances in the layout --
cell type | Yosys | routed
edfxtp_1 | 273 | 273
xnor2_1 | 352 | 352
inv_1 | 72 | 72
nor3_1 | 279 | 278
or3_1 | 111 | 111
o21ai_0 | 176 | 176
buf_4 | 12 | 157
nand4_1 | 215 | 215
nor2_1 | 430 | 428
a21oi_1 | 121 | 120
mux2i_1 | 87 | 86
clkdlybuf4s50_1 | 0 | 84
or4_1 | 95 | 95
and4_1 | 80 | 80
nand3_1 | 258 | 258
xor2_1 | 205 | 205
and3_1 | 82 | 81
nor4_1 | 228 | 227
nand2_1 | 406 | 406
-- state kept, by name, indices dropped and copies added (netlist names), named ones only --
name and count:
buffer3 19, checkFourValue 32, indexb4 32, pressed 1, indexb1 32, buffer4 19
indexb2 32, buffer1 19, isStartPressed 32, buffer2 19, inputReg 5, indexb3 32
-- metal layers --
layer / vias to the layer above / track usage
met1: 18519 / 0.4406
met3: 313 / 0.06083
met4: 0 / 0.09094
li1: 18736 / -
met2: 1837 / 0.4194
met5: - / 0
-- synth_stat cells (35+ instances only) --
| cell type | instances |
|---|---|
| nand3_1 | 258 |
| and3_1 | 82 |
| edfxtp_1 | 273 |
| a21oi_1 | 121 |
| o21a_1 | 36 |
| xor2_1 | 205 |
| xnor2_1 | 352 |
| o21ai_0 | 176 |
| o31a_1 | 42 |
| a211oi_1 | 54 |
| buf_1 | 40 |
| and2_1 | 69 |
| clkbuf_1 | 232 |
| nor3_1 | 279 |
| and4_1 | 80 |
| inv_1 | 72 |
| or4_1 | 95 |
| nor4_1 | 228 |
| buf_2 | 75 |
| or3_1 | 111 |
| nand2_1 | 406 |
| a31oi_1 | 63 |
| mux2i_1 | 87 |
| o31ai_1 | 66 |
| nor2_1 | 430 |
| a21boi_0 | 37 |
| nand2b_1 | 35 |
| or2_2 | 40 |
| nand4_1 | 215 |
-- per-stage QoR --
stage | total power, uW | setup slack [ps] | hold WS [ps]
finish | 4225 | 480.1 | 518.1
global route | 4326 | 8.912 | 556.5
CTS | 4284 | 538.2 | 521.2
detailed placement | 2008 | 563.0 | 512.3
global placement | 2007 | 591.4 | 508.5
floorplan | 2000 | 12.58 | 461.1
-- final cells by class --
type / instances / area, um2
Fill cell: 9173 / 51200
Sequential cell: 278 / 8298
Clock inverter: 20 / 235.2
Inverter: 74 / 277.8
Tap cell: 1243 / 1555
Timing Repair Buffer: 246 / 2120
Clock buffer: 49 / 1066
Multi-Input combinational cell: 4188 / 27330
-- logic make-up (layout without fill, tap and decap cells) --
group / Yosys count / after routing / share of synthesized area
AOI/OAI and AO/OA: 952 / 952 / 0.1813
xor gates and xnor gates: 557 / 557 / 0.1305
adders and majority gates: 31 / 31 / 0.01038
buffers and inverters: 440 / 389 / 0.04865
DFF: 278 / 278 / 0.2221
muxes: 114 / 114 / 0.03154
and+or+nand+nor: 2534 / 2534 / 0.3755
-- worst max-delay path, delay by kind of cell (launching register included) --
| kind | cells | cell delay, ps |
|---|---|---|
| fa+ha+maj | 1 | 540 |
| flops | 1 | 480 |
| buf+inv | 1 | 290 |
| compound gates | 3 | 720 |
| simple gates | 8 | 3300 |
| xor+xnor | 2 | 410 |
-- power breakdown --
group / total, uW / switching (uW) / internal [uW]
clock network: 2250 / 898 / 1360
logic: 17.9 / 10.4 / 7.48
registers: 1950 / 5.70 / 1950
-- path summary, 6_finish.rpt --
path                from     endpoint  slack, ps  depth (start not counted)
max           indexb3[1]   buffer3[1]        480                         15
min          inputReg[4]  inputReg[4]        520                          2
max reg2reg   indexb3[1]   buffer3[1]        480                         15
min reg2reg  inputReg[4]  inputReg[4]        520                          2
No activity file was given, so power comes from the tool's default toggle rates.
