==> /design/flow/design.v <==
module freqdivider(input clk, output reg clk_out);
	reg[23:0] counter;
	always@(posedge clk) begin
		if(counter==24'd75000000) begin
			counter <= 16'd0;
			clk_out <= ~clk_out;
		end
		else begin
			counter <= counter +1;
		end
	end
endmodule
==> /design/flow/run.sh <==
#!/bin/bash
# OpenROAD 26Q1-2900-gdf79404cd8, Yosys 0.63+post, stock flow scripts
make -C /OpenROAD-flow-scripts/flow DESIGN_CONFIG=/design/flow/config.mk WORK_HOME=/design/flow/orfs finish
==> /design/flow/config.mk <==
export PLATFORM = sky130hd
export DESIGN_NAME = freqdivider
export DESIGN_NICKNAME = freqdivider
export VERILOG_FILES = /design/flow/design.v
export SDC_FILE = /design/flow/constraint.sdc
export NUM_CORES = 4
export LEC_CHECK = 1
export CORE_AREA = 10 10 93 93
export DIE_AREA = 0 0 103 103
==> /design/flow/constraint.sdc <==
current_design freqdivider

set clk_period 4.9
set clk_io_pct 0.2

create_clock -name clk0 -period $clk_period [get_ports {clk}]

set non_clock_inputs [all_inputs -no_clocks]
set_input_delay [expr $clk_period * $clk_io_pct] -clock clk0 $non_clock_inputs
set_output_delay [expr $clk_period * $clk_io_pct] -clock clk0 [all_outputs]
==> flow_metrics.tcl <==
# yosys + openroad results
set metrics [dict create \
    power_density_nw_per_um2 253 \
    fp.dieH_um 103 \
    tightest_slew_ns 0.442 \
    diodes 0 \
    htree_levels 1 \
    cts_buffer_depth 2 \
    place.gp.congestion 0.835 \
    drv_cap 0 \
    route.detailed.drc 0 \
    dr.first_iter.drc_count 33 \
    drv_slew 0 \
    fillers 746 \
    timing.reg2reg.setup_slack_ns 2.89 \
    cts_hold_buf 0 \
    tns_ns 0 \
    min_period_ns 2.07 \
    placement_rows 30 \
    die_area_um2 10600 \
    xor_area_share_pct 12.4 \
    grt_overflow 0 \
    crit_family "buffers and inverters" \
    grt_max_degree 14 \
    dr.pass1.iters 4 \
    cts_resized 0 \
    crit_slowest_cell "clkdlybuf4s50_1" \
    ys_warn_count 2 \
    syn_to_final_growth_pct 12.3 \
    yosys.area.top_type_share_pct 42.6 \
    grt_pass1_wl_mm 3.26 \
    tool_warnings 26 \
    cp_max_fo 2 \
    async_flop_share_pct 0 \
    fp_util_pct 16.7 \
    max_slew_margin_pct 70.3 \
    ir_worst_vdd_uv 73.9 \
    fa_ha_area_share_pct 2.22 \
    postSynthSeqShare_pct 45.2 \
    rsz0062_at_grt "no" \
    topCombFamilyByArea "simple AND/OR/NAND/NOR gates" \
    top_area_cell "dfxtp_1" \
    cts_tree "done" \
    io_pins 2 \
    vias 796 \
    wl_mm 1.88 \
    fmax_ghz 0.484 \
    antenna_found_initial 0 \
    ff_type "dfxtp_1" \
    cpPeakStageDelay_ns 0.49 \
    postRouteAntennaNets 0 \
    ys_sh_simple_pct 29.8 \
    final_cell_mix "dfxtp_1, nand3_1, xnor2_1, nand2_1, nor2_1" \
    syn_inst 118 \
    critPathBufInv 1 \
    root_buffer "clkbuf_8" \
    finalHoldViolCount 0 \
    setup_violations 0 \
    vias_per_cell 3.96 \
    fin_crit_sh_pct 42.2 \
    syn_area_per_cell_um2 9.56 \
    p_total_mw 0.320 \
    clkTransAtPathRegs_ns 0.08 \
    crit_chain "clkdlybuf4s50_1" \
    core_um2 6760 \
    grt_pass1_vias 717 \
    synth-seq-cells 25 \
    ys_area_um2 1130 \
    cts.sinks 25 \
    skew_ns 0.00259 \
    critPathLaunchType "flip-flop" \
    power.leakage_nw 0.450 \
    hpwl_mm 1.43 \
    synth-edff-count 1 \
    drive_gt1_share_pct 6.61 \
    syn-cell-area_um2 1130 \
    cts_made_buffers 3 \
    cp.arrival_ns 1.09 \
    area_leaders "dfxtp_1, xnor2_1, xor2_1, nand3_1, or4_1" \
    worstSkewPairLatency_ns 0.26 \
    die_w_um 103 \
    critPathKind "flip-flop to output pin" \
    layout_top_cell "dfxtp_1" \
    ys_sh_mux_pct 1.77 \
    wire_per_inst_um 9.37 \
    required_ns 3.92 \
    ys_cells 118 \
    post_cts_buffers 0 \
    hp-class "flip-flop to flip-flop" \
    portBuffers 1 \
    grt_use_total_pct 3.72 \
    endpoint_kind "output pin" \
    status "complete, no violations" \
    synth.distinct_cells 31 \
    aoi_share_pct 5.43 \
]
-- state kept, by name (all words and copies together), names as in the netlist --
name / cells
counter: 24
clk_out: 1
-- cells in the mapped netlist, types with 2 or more instances --
cell / count
dfxtp_1: 24
nand3_1: 10
xnor2_1: 10
nand2_1: 8
nor2_1: 8
xor2_1: 6
inv_1: 5
nand4_1: 5
or4_1: 5
a21oi_1: 4
o31ai_1: 4
and4_1: 3
nor4_1: 3
and2_1: 2
ha_1: 2
mux2i_1: 2
nor3_1: 2
nor3b_1: 2
-- per-layer routing --
layer	vias up	GRT usage [%]	part of all wire, %
met5	-	0	0
met4	0	0.963	2.0
met3	4	0.812	2.9
met2	9	5.75	41
met1	351	5.16	54
li1	432	-	-
-- power breakdown --
part | internal (mW) | switching (mW)
Clock | 0.0579 | 0.0583
Combinational | 0 | 0
Sequential | 0.204 | 0
Total | 0.262 | 0.0583
-- path summary, 6_finish.rpt --
check | from | endpoint | cells after the start
min | counter[12] | counter[12] | 1
max | clk_out | clk_out | 1
min reg2reg | counter[12] | counter[12] | 1
max reg2reg | counter[18] | clk_out | 3
-- cell type report --
type                       instances  area (µm²)  area share (%)
inverter                           5        18.8            1.48
tap                               80         100            7.90
timing repair buffer               1        10.0           0.790
clock buffer                       4        45.0            3.55
multi-input combinational         86         583            46.0
sequential                        25         510            40.3
-- logic make-up (layout without fill, tap and decap cells) --
group	Yosys count	after routing
AND-OR/OR-AND	10	10
XOR/XNOR	16	16
adder cells (fa/ha/maj)	2	2
buffers and inverters	7	10
flip-flops	25	25
multiplexers	2	2
AND/OR/NAND/NOR	56	56
-- through the flow --
| stage | cell area (µm²) | hold slack (ns) | utilization [%] | setup slack, ns | instances |
|---|---|---|---|---|---|
| finish | 1270 | 0.471 | 18.8 | 2.83 | 201 |
| global placement | 1220 | 0.447 | 18.1 | 2.91 | 197 |
| floorplan | 1130 | 0.432 | - | 3.00 | 118 |
| detailed placement | 1220 | 0.463 | 18.1 | 2.90 | 197 |
| CTS | 1270 | 0.475 | 18.8 | 2.81 | 201 |
| global route | 1270 | 0.498 | 18.8 | 2.79 | 201 |
Power is estimated from default activity; no workload was simulated.
