==> ./design.v <==
module score
(input [2:0] L1, input [2:0] L2, input [2:0] L3, input [2:0] L4,
output reg [5:0] RS, output reg [5:0] LS);
	always @ (*) begin
		RS <= 1*L1 + 2*L2 + 3*L3 + 4*L4 ;
		LS <= 4*L1 + 3*L2 + 2*L3 + 1*L4 ;
	end
endmodule
==> ./run.sh <==
#!/bin/bash
# OpenROAD 26Q1-2900-gdf79404cd8, Yosys 0.63+post, stock flow scripts
make -C /OpenROAD-flow-scripts/flow DESIGN_CONFIG=/design/flow/config.mk WORK_HOME=/design/flow/orfs finish
==> ./config.mk <==
export PLATFORM = sky130hd
export DESIGN_NAME = score
export DESIGN_NICKNAME = score
export VERILOG_FILES = /design/flow/design.v
export SDC_FILE = /design/flow/constraint.sdc
export NUM_CORES = 4
export LEC_CHECK = 1
export CORE_AREA = 10 10 70 70
export DIE_AREA = 0 0 80 80
==> ./constraint.sdc <==
current_design score

set clk_period 3.5
set clk_io_pct 0.2

create_clock -name clk0 -period $clk_period

set non_clock_inputs [all_inputs -no_clocks]
set_input_delay [expr $clk_period * $clk_io_pct] -clock clk0 $non_clock_inputs
set_output_delay [expr $clk_period * $clk_io_pct] -clock clk0 [all_outputs]
==> qor.csv <==
metric,value,unit
yosysUniqueCellTypes,4,
die_h,80,um
fp.coreArea,0.00342,mm^2
hpwl,1190,um
place_area,901,um^2
post_route_cells_drive_above_1_share,51.2,%
utilization,28.1,%
drc,0,
grt_pass1_wl,2110,um
peakVddDrop,0.0000684,V
place_ws,-1.12,ns
fillers,365,
setup_violations,4,
first_global_vias,451,
clkbuf_count,0,
hold_buffers,0,
fin_area,961,um^2
drt_iter0_drc,2,
yosysChipArea,528,um^2
dieArea,0.00640,mm^2
syn2layout_area_growth,82.0,%
grt_use_total,4.02,%
critPathMaxFanout,2,
place.gp.congestion,0.760,
slowest_stage,fa_1,
top_cells_by_area,"fa_1, ha_1, inv_1",
hold_violations,0,
via_count,407,
critPathMaxStageDelay,0.52,ns
common_cells,"inv_1, fa_1, ha_1, xnor2_1",
fp_util,15.5,%
num_antenna_cells,0,
start_kind,input port,
drv_slew,0,
routedWlPerCell,9.39,um
dp.cells,129,
hold_depth,6,
violations,setup timing,
status,finished with violations,
drtPass1Iterations,2,
fin_cells,130,
fin_ws,-0.224,ns
flops,0,
yosysWarnings,1,
netlist_instances,50,
drt-vias-per-instance,3.13,
fin_crit,3.72,ns
synth_top_cell_by_area,fa_1,
hp-class,input port to output port,
critPathTopFamily,adder cells,
port_buffers,24,
cellPowerDensity,256,mW/mm^2
antenna_found_initial,0,
cp_num_buf_inv,6,
synth_seq_share,0,%
grt_overflow,0,
die_w,80,um
p_leak,0.000466,uW
grt_max_degree,4,
yosysTopAreaCellShare,60.7,%
relSlewSlack,86.9,%
worst_pin_slew,0.195,ns
warnings,35,
post-route-period-util,106,%
yosysMostFrequentCell,inv_1,
regArea,0,um^2
rows,21,
worstSetupEndpointType,output port,
max_freq,0.269,GHz
path_depth,11,
rsz0062_at_grt,yes,
cp.arrival,3.02,ns
ant_nets,0,
crit_type,input port to output port,
io_pins,24,
routed_wl,1220,um
crit_required,2.80,ns
path_cells,buf_8 > inv_4 > fa_1 > inv_1 > fa_1 > fa_2 > ha_4 > inv_2 > fa_2 > inv_2 > buf_2,
synth_area_per_cell,10.6,um^2
syn_area,528,um^2
maxCapViolations,0,
ys_cells,50,
final timing paths:
| path | from | to | slack, ns |
|---|---|---|---|
| setup / recovery | L3[1] | RS[4] | -0.22 |
| hold / removal | L3[2] | RS[5] | 2.12 |
tightest hold or removal path, stage by stage:
cell and delay, ns:
buf_6 0.08, buf_4 0.11, ha_1 0.15, fa_1 0.21, xnor2_2 0.07, buf_2 0.10
cell usage in the layout, fill, tap and decap left out:
| master | netlist | layout |
|---|---|---|
| clkdlybuf4s50_1 | 0 | 7 |
| inv_2 | 0 | 6 |
| inv_4 | 0 | 3 |
| ha_1 | 8 | 5 |
| fa_1 | 16 | 8 |
| inv_1 | 24 | 15 |
| buf_2 | 0 | 5 |
| ha_4 | 0 | 3 |
| dlygate4sd2_1 | 0 | 6 |
| buf_6 | 0 | 2 |
| buf_4 | 0 | 10 |
| buf_8 | 0 | 3 |
| xnor2_2 | 0 | 2 |
| clkbuf_2 | 0 | 1 |
| fa_2 | 0 | 8 |
metrics by stage:
stage               hold slack [ns]  setup TNS [ns]  power [uW]
finish                         2.12          -0.690         246
global route                   2.15           -1.06         292
CTS                            2.12          -0.850         247
detailed placement             2.47           -6.84         257
global placement               2.47           -6.79         256
floorplan                      1.47         -0.0627        78.1
final cells by class:
cell class	count	area, um^2	share of cell area [%]
Tap cell	46	57.6	5.99
Multi-Input combinational cell	26	510	53.1
Inverter	24	97.6	10.2
Timing Repair Buffer	34	295	30.7
where the power goes:
group          switching, uW  leakage (uW)  internal (uW)  total (uW)
clock network              0             0              0           0
registers                  0             0              0           0
logic                   94.7      0.000466            151         246
total                   94.7      0.000466            151         246
per-layer routing:
layer,vias to the layer above,wire length [um],global-route usage (%)
li1,202,-,-
met1,188,569,5.92
met2,17,497,5.94
met3,0,154,1.36
met4,0,0,0
met5,-,0,0
kinds of logic after synthesis:
kind of cell	synth area share [%]
adders and majority gates	79.6
buffers and inverters	17.1
xor gates and xnor gates	3.32
timing repair:
| action | 4_1_cts | 5_1_grt |
|---|---|---|
| setup endpoints to repair | 9 | 4 |
| setup buffers | 1 | 0 |
| pin swaps | 12 | 13 |
| hold endpoints to repair | 0 | 0 |
| resized | 68 | 8 |
Power is estimated from default activity; no workload was simulated.
